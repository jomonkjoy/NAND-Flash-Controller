File: config.mk
export PLATFORM = sky130hd
export DESIGN_NAME = nand_flash_controller
export DESIGN_NICKNAME = nand_flash_controller
export VERILOG_FILES = /design/flow/design.v
export SDC_FILE = /design/flow/constraint.sdc
export NUM_CORES = 4
export LEC_CHECK = 1
export CORE_AREA = 10 10 168 168
export DIE_AREA = 0 0 178 178
File: constraint.sdc
current_design nand_flash_controller

set clk_period 8.5
set clk_io_pct 0.2

create_clock -name clk0 -period $clk_period [get_ports {clk}]

set non_clock_inputs [all_inputs -no_clocks]
set_input_delay [expr $clk_period * $clk_io_pct] -clock clk0 $non_clock_inputs
set_output_delay [expr $clk_period * $clk_io_pct] -clock clk0 [all_outputs]
File: design.v
module nand_flash_controller #(
  parameter DATA_WIDTH = 32,
  parameter ADDR_WIDTH = 32,
  parameter CMND_WIDTH = 16,
  parameter BYTE_PER_PAGE = 2048,
  parameter PAGE_PER_BLOCK = 64,
  parameter BLOCK_SIZE = 2048  
) (
  input  logic                    clk,
  input  logic                    reset,
  output logic                    CE_N,
  output logic                    WE_N,
  output logic                    RE_N,
  output logic                    CLE,
  output logic                    ALE,
  input  logic [7:0]              IO_I,
  output logic [7:0]              IO_O,
  output logic                    IO_OE,
  output logic                    WP_N,
  input  logic                    RB_N,
  input  logic [CMND_WIDTH-1:0]   cpu_if_command,
  input  logic                    cpu_if_command_valid,
  input  logic [ADDR_WIDTH-1:0]   cpu_if_address,
  input  logic [ADDR_WIDTH/8-1:0] cpu_if_address_bytes,
  input  logic [ADDR_WIDTH-1:0]   cpu_if_data_bytes,
  input  logic                    cpu_if_data_rw,
  input  logic                    cpu_if_data_wp,
  input  logic                    cpu_if_access_request,
  output logic                    cpu_if_access_complete,
  output logic                    cpu_if_access_ready,
  output logic                    buf_rd_write,
  output logic [ADDR_WIDTH-1:0]   buf_rd_address,
  output logic [DATA_WIDTH-1:0]   buf_rd_write_data,
  output logic [ADDR_WIDTH-1:0]   buf_wr_address,
  input  logic [DATA_WIDTH-1:0]   buf_wr_read_data,
  output logic                    busy
);
  localparam COUNT_WIDTH = $clog2(BYTE_PER_PAGE);
  logic [COUNT_WIDTH-1:0] count;
  typedef enum {IDLE,COMMAND1,COMMAND2,ADDRESS,DATA_WR,DATA_RD,DONE} state_type;
  state_type state;
  assign busy = !(state == IDLE);
  assign WP_N = !cpu_if_data_wp;
  always_ff @(posedge clk) begin
    if (reset) begin
      CE_N <= 1'b1;
    end else begin
      CE_N <= state == IDLE;
    end
  end
  always_ff @(posedge clk) begin
    if (reset) begin
      CLE <= 1'b0;
    end else begin
      CLE <= state == COMMAND1 || state == COMMAND2;
    end
  end
  always_ff @(posedge clk) begin
    if (reset) begin
      ALE <= 1'b0;
    end else begin
      ALE <= state == ADDRESS;
    end
  end
  always_ff @(posedge clk) begin
    if (reset) begin
      WE_N <= 1'b1;
    end else if (RB_N && WE_N && (state == ADDRESS || state == COMMAND1 || state == COMMAND2 || state == DATA_WR)) begin
      WE_N <= 1'b0;
    end else begin
      WE_N <= 1'b1;
    end
  end
  always_ff @(posedge clk) begin
    if (reset) begin
      RE_N <= 1'b1;
    end else if (RB_N && RE_N && (state == DATA_RD)) begin
      RE_N <= 1'b0;
    end else begin
      RE_N <= 1'b1;
    end
  end
  always_ff @(posedge clk) begin
    case (state)
      COMMAND1 : IO_O <= cpu_if_command[7:0];
      COMMAND2 : IO_O <= cpu_if_command[15:8];
      ADDRESS  : IO_O <= cpu_if_address[8*count[2:0] +: 8];
      DATA_WR  : IO_O <= buf_wr_read_data[8*count[2:0] +: 8];
    endcase
  end
  logic [DATA_WIDTH-1:0] IO_i;
  always_ff @(posedge clk) begin
    if (state == DATA_RD && RB_N && RE_N) begin
      IO_i <= {IO_I,IO_i[DATA_WIDTH-1:8]};
    end
  end
  always_ff @(posedge clk) begin
    if (state == ADDRESS || state == COMMAND1 || state == COMMAND2 || state == DATA_WR || state == DONE) begin
      IO_OE <= 1'b1;
    end else begin
      IO_OE <= 1'b0;
    end
  end
  always_ff @(posedge clk) begin
    if (state == IDLE) begin
      buf_wr_address <= {ADDR_WIDTH{1'b0}};
    end else if (RB_N && WE_N && state == DATA_WR) begin
      buf_wr_address <= buf_wr_address + 1;
    end
  end
  assign buf_rd_write = state == DATA_RD && RE_N && RB_N && count[1:0] == 2'b11;
  assign buf_rd_address = {'h0,count[COUNT_WIDTH-1:2]};
  assign buf_rd_write_data = {IO_I,IO_i[DATA_WIDTH-1:8]};
  assign cpu_if_access_complete = state == DONE;
  always_ff @(posedge clk) begin
    if (reset) begin
      state <= IDLE;
      count <= 0;
      cpu_if_access_ready <= 1'b0;
    end else begin
      case (state)
        IDLE : begin
          if (cpu_if_access_ready && cpu_if_access_request) begin
            state <= COMMAND1;
            cpu_if_access_ready <= 1'b0;
          end else begin
            cpu_if_access_ready <= 1'b1;
          end
        end
        COMMAND1 : begin
          if (~WE_N && cpu_if_address_bytes != 0) begin
            state <= ADDRESS;
          end else if (~WE_N) begin
            state <= DONE;
          end
        end
        COMMAND2 : begin
          if (~WE_N && cpu_if_data_bytes != 0) begin
            state <= cpu_if_data_rw ? DATA_RD : DATA_WR;
          end else if (~WE_N) begin
            state <= DONE;
          end
        end
        ADDRESS : begin
          if (~WE_N && count[ADDR_WIDTH/8-1:0] >= cpu_if_address_bytes && cpu_if_command_valid) begin
            state <= COMMAND2;
            count <= 0;
          end else if (~WE_N && count[ADDR_WIDTH/8-1:0] >= cpu_if_address_bytes && cpu_if_data_bytes != 0) begin
            state <= cpu_if_data_rw ? DATA_RD : DATA_WR;
            count <= 0;
          end else if (~WE_N && count[ADDR_WIDTH/8-1:0] >= cpu_if_address_bytes) begin
            state <= DONE;
            count <= 0;
          end else if (~WE_N) begin
            count <= count + 1;
          end
        end
        DATA_WR : begin
          if (~WE_N && count >= cpu_if_data_bytes[COUNT_WIDTH-1:0]) begin
            state <= DONE;
            count <= 0;
          end else if (~WE_N) begin
            count <= count + 1;
          end
        end
        DATA_RD : begin
          if (~RE_N && count >= cpu_if_data_bytes[COUNT_WIDTH-1:0]) begin
            state <= DONE;
            count <= 0;
          end else if (~RE_N) begin
            count <= count + 1;
          end
        end
        DONE : begin
          state <= IDLE;
          cpu_if_access_ready <= 1'b1;
        end
        default : state <= IDLE;
      endcase
    end
  end
endmodule
File: run.sh
#!/bin/bash
# OpenROAD 26Q1-2900-gdf79404cd8, Yosys 0.63+post, stock flow scripts
make -C /OpenROAD-flow-scripts/flow DESIGN_CONFIG=/design/flow/config.mk WORK_HOME=/design/flow/orfs finish
==> reports/qor.yml <==
timing:
  post-route-period-util_pct: 59.5
  timing.fmax_mhz: 198
  maxSlewHeadroom_pct: 47.1
  tns_ns: 0
  setup_ws_ns: 3.44
  period_needed_ns: 5.06
  hold_viol: 0
  tightest_slew_ns: 0.787
  slew_violations: 0
  skew_ns: 0.00649
  rsz0062_at_grt: "no"
  setup_viol_count_final: 0
critical_path:
  cp_data_arrival_time_ns: 3.36
  worstPathMaxFanout: 26
  worstPathRequired_ns: 6.80
  path_class: "in -> out"
  startpoint_type: "input port"
  critPathCaptureType: "output pin"
detailed_routing:
  drt_wl_total_um: 17800
  wl_per_cell_um: 16.6
  top_layer: "met5"
  routed_via_density: 4.32
  dr.pass1.iters: 5
  wl_met3_um: 1570
  drcViolationCount: 0
  antenna_left: 0
  first_iter_violations: 327
  vias: 4637
  wl_met1_um: 7420
  wl_met2_um: 8710
yosys:
  netlist_area_sq_um: 5150
  top_cells_by_count: "57 x dfxtp_1, 52 x nor2_1, 51 x nand2_1, 42 x buf_4"
  top_cell_area_share_pct: 22.2
  top_area_cell: "dfxtp_1"
  yosysUniqueCellTypes: 54
  area_leaders: "dfxtp_1 22%, edfxtp_1 19%, mux4_2 7.0%, buf_4 6.1%, ha_1 4.1%"
  ys_cells: 544
  synth.avg_cell_area_sq_um: 9.46
  fa_ha_area_share_pct: 4.13
  ys.flop_type: "dfxtp_1"
  ys_sh_xor_pct: 5.61
  synth-simple-area-share_pct: 20.8
  edf_count: 32
  ys_area_sq_um: 5150
  synth_cells: 544
  yosysWarnings: 1
  logic_family: "simple AND/OR/NAND/NOR gates"
  ys_sh_mux_pct: 8.97
  postSynthSeqShare_pct: 40.8
  most_common_cell: "dfxtp_1"
  synth_flop_count: 89
  synthArstFlopShare_pct: 0
  post_synth_ao_oa_area_fraction_pct: 10.0
floorplanning:
  num_rows: 57
  fp.dieH_um: 178
  die_x_um: 178
  die_area_sq_um: 31700
  fp_util_pct: 21.0
  core_region_area_sq_um: 24500
  io_pins: 246
clocking:
  clk_pin_slew_ns: 0.06
  cts_root_buffer: "clkbuf_16"
  cts_tree: "built"
  cts_setup_buffers: 0
  cts_buffers: 9
  h-tree-depth: 3
  clk_latency_ns: 0.34
  cts_hold_buf: 0
  clockBufferDepth: 2
  post_cts_resized: 0
  clock-sinks: 89
grt:
  grt_pass1_vias: 4601
  grt.total_usage_pct: 11.1
  grt_antenna_before_repair: 2
  grt-ovfl-total: 0
  grt_first_pass_wirelength_um: 26900
  grt_max_degree: 37
placement:
  port-buffer-count: 222
  place_congestion: 0.801
  pre_cts_slack_ns: 3.41
  dp_hpwl_um: 14400
  dpl_cell_area_sq_um: 7520
layout:
  drive_gt1_share_pct: 6.95
  design_area_sq_um: 7840
  areaGrowthSynthToFinish_pct: 52.3
flow_run:
  log.warning_count: 25
  cap_viol_max_count: 0
power_and_ir_drop:
  peakVddDrop_v: 0.0000932
  power.leakage_uw: 0.00273
  finalPower_uw: 997
  p_per_area_nw_per_um2: 127
outcome:
  status: "finished, final reports clean"
worst_hold_path:
  min_path_type: "reg -> reg"
-- state kept, by name, indices dropped and copies added, names as in the netlist --
signal               cells
IO_i                    24
count                   11
RE_N                     1
ALE                      1
CLE                      1
IO_O                     8
CE_N                     1
WE_N                     1
cpu_if_access_ready      1
IO_OE                    1
state                    7
buf_wr_address          32
-- cells by family (layout without fill, tap and decap cells) --
kind of cell | after synthesis | count (layout)
flip-flops | 89 | 89
multiplexers | 26 | 26
AND-OR/OR-AND | 84 | 84
AND/OR/NAND/NOR | 205 | 205
XOR/XNOR | 33 | 33
buffers and inverters | 89 | 271
adder cells (fa/ha/maj) | 17 | 17
other | 1 | 24
-- where the power goes --
group          internal, uW  switching, uW
clock network           247            177
logic                  82.3           37.7
registers               446           6.27
-- placed cells by master, fill, tap and decap left out, drive strengths merged, types with 9 or more instances in the layout --
cell and instances:
clkdlybuf4s50 222, dfxtp 57, nor2 55, nand2 51, edfxtp 32, a21oi 32, inv 24, conb 23
o21ai 23, nand3 21, xor2 18, ha 17, mux4 16, xnor2 15, nor4 12, nor3 12
clkbuf 11, nand4 11, or3 10, buf 10, mux2i 9
-- metal layers --
| metal | GRT usage (%) | vias up |
|---|---|---|
| met5 | 0 | - |
| met4 | 0.625 | 2 |
| met3 | 4.06 | 10 |
| met2 | 18.3 | 188 |
| met1 | 14.3 | 2145 |
| li1 | - | 2292 |
-- metrics by stage --
step | hold slack, ns | cells | utilization, %
after floorplan | 0.400 | 566 | -
after global placement | 0.429 | 1056 | 30.8
after detailed placement | 0.433 | 1056 | 30.8
after CTS | 0.452 | 1072 | 32.0
after global routing | 0.468 | 1072 | 32.0
final | 0.451 | 1073 | 32.1
-- critical path, stage by stage --
cell and delay [ns]:
clkdlybuf4s50_1 0.51, and3_1 0.16, buf_4 0.32, and2_1 0.19, clkdlybuf4s50_1 0.46
-- final cells by class --
cell class / count / area [sq um]
diodes: 1 / 2.50
inverters: 23 / 86.3
fillers: 2491 / 16600
flip-flops and latches: 89 / 2100
repair buffers: 232 / 2300
well taps: 324 / 405
multi-input cells: 388 / 2630
clock inverters: 5 / 60.1
clock buffers: 11 / 254
-- worst paths after layout --
| path | startpoint | to | slack (ns) | depth (start not counted) |
|---|---|---|---|---|
| max | RB_N | buf_rd_write | 3.44 | 5 |
| min | IO_i[19] | IO_i[11] | 0.45 | 0 |
| max reg2reg | count[2] | count[6] | 5.88 | 9 |
| min reg2reg | IO_i[19] | IO_i[11] | 0.45 | 0 |
Power and IR drop assume default switching activity.
